==> ./design.v <==
module div_50m  (
    clk,
    clk_50khz,
    reset
);
input clk;
output reg clk_50khz;
input reset;
reg [31:0] cnt32;
always @(posedge clk or posedge reset)
begin
    if(reset)
    begin
        cnt32 <= 32'd0;
    end
    else
    begin
        if(cnt32 == 32'd999)
        begin
            cnt32 <= 32'd0;
        end
        else
        begin
            cnt32 <= cnt32 + 1;
        end
    end
end
always @(posedge clk or posedge reset)
begin
    if(reset)
    begin
        clk_50khz <= 1'd0;
    end
    else if(cnt32 < 32'd500)
    begin
        clk_50khz <= 1'd1;
    end
    else 
    begin
        clk_50khz <= 1'd0;
    end
end
endmodule
==> ./run.sh <==
#!/bin/bash
# OpenROAD 26Q1-2900-gdf79404cd8, Yosys 0.63+post, stock flow scripts
make -C /OpenROAD-flow-scripts/flow DESIGN_CONFIG=/design/flow/config.mk WORK_HOME=/design/flow/orfs finish
==> ./config.mk <==
export PLATFORM = sky130hd
export DESIGN_NAME = div_50m
export DESIGN_NICKNAME = div_50m
export VERILOG_FILES = /design/flow/design.v
export SDC_FILE = /design/flow/constraint.sdc
export NUM_CORES = 4
export LEC_CHECK = 1
export CORE_UTILIZATION = 40
==> ./constraint.sdc <==
current_design div_50m

set clk_period 4.4
set clk_io_pct 0.2

create_clock -name clk0 -period $clk_period [get_ports {clk}]

set non_clock_inputs [all_inputs -no_clocks]
set_input_delay [expr $clk_period * $clk_io_pct] -clock clk0 $non_clock_inputs
set_output_delay [expr $clk_period * $clk_io_pct] -clock clk0 [all_outputs]
==> metrics.cfg <==
[final_timing]
setup_viol=0
fin_tns_setup_ns=0
drv_slew=0
relSlewSlack_pct=39.9
setup_ws_ns=2.41
fin_crit_sh_pct=45.2
tightest_slew_ns=0.898
hold_viol_final=0
whs_ns=0.486
fin_crit_ns=1.99
fmax_ghz=0.503
final.setup_skew_ns=0.00627
rsz0062_at_grt=false

[power_and_ir_drop]
worst_ir_drop_vdd_uv=184
clkPwrFrac_pct=41.8
p_sw_share_pct=19.6
p_comb_share_pct=1.4
p_leak_uw=0.000805
seq_power_share_pct=56.9
p_sw_uw=105
power_uw=533
p_int_uw=429
power_density_mw_per_mm2=296

[worst_setup_path]
critical_path_arrival_ns=2.15
critPathLaunch=cnt32[0]$_DFF_PP0_
r2r-end=cnt32[30]$_DFF_PP0_
path_max_fanout=10
rr_startpoint=cnt32[0]$_DFF_PP0_
end_kind=flop
reg2reg_slack_ns=2.41
critical_path_class=reg -> reg
crit_required_ns=4.56
r2r_cells=5
cp-start-kind=flop

[die]
placementRows=22
die_w_um=66.2
die_y_um=66.2
core_mm2=0.00380
fp-utilization_pct=43.4
die_area_mm2=0.00439
num_io_pins=3

[synthesis]
common_cells=dfrtp_1 (33), xnor2_1 (23), nor2_1 (14)
numSynthFlops=33
top_logic_kind=simple AND/OR/NAND/NOR gates
synthArstFlopShare_pct=100
synth.largest_area_cell=dfrtp_1
simple_gate_share_pct=30.3
yosys-stat-area_mm2=0.00165
topCellsByArea=dfrtp_1 (50%), xnor2_1 (12%), nor4_4 (5.2%), nand4_1 (4.5%), nand3_1 (3.6%)
adder_share_pct=0.758
mux_share_pct=0
netlist_area_mm2=0.00165
yosysSeqAreaShare_pct=50.0
most_common_cell=dfrtp_1
synth_cell_type_count=27
synth_warnings=1
aoi_share_pct=1.21
synth-xor-area-share_pct=15.4
postSynthAreaPerCell_um2=11.0
yosysTopAreaCellShare_pct=50.0
synthCells=150
synth-edff-count=0
ff_type=dfrtp_1
ys_cells=150

[drt]
wl_um=2690
drc=0
vias=1095
diodes=0
ant_nets=0
wl_per_cell_um=13.2
first_iter_violations=78
viasPerCell=5.37
firstDrtPassIters=4

[placed_design]
place_hpwl_um=1870
pre_cts_ws_ns=2.42
io_buffer_count=2
gp_congestion=0.838

[run]
cap_violations=0
warnings=25

[global_routing]
grt_usage_pct=15.2
grt_overflow=0
grt_max_degree=34
grt_pass1_vias=1065
grt_pass1_wl_um=4890
antenna_found_initial=0

[worst_hold_path]
hold_start=cnt32[31]$_DFF_PP0_
hold_end=cnt32[31]$_DFF_PP0_
holdPathStages=1
min_path_type=reg -> reg

[finish]
final_layout_size_suffix_gt1_share_pct=10.3
area.growth.synth_to_final_pct=9.10
final_util_pct=47.4

[clock_tree]
clockRootBuffer=clkbuf_8
cts_tree=built
cts_resized=0
holdBufCountCts=0
path_clk_slew_ns=0.06
cts_sinks=33
h-tree-depth=2
clockBufferDepth=2
cts_buffers=5
clk_latency_ns=0.28
cts_setup_buffers=0

[run_status]
outcome=completed

-- logic make-up (layout without fill, tap and decap cells) --
| logic type | count (synthesis) | after routing |
|---|---|---|
| buf+inv | 8 | 14 |
| xor+xnor | 29 | 29 |
| flops | 33 | 33 |
| compound gates | 3 | 3 |
| simple gates | 76 | 76 |
| fa+ha+maj | 1 | 1 |
-- power groups by stage --
stage / combinational, uW / sequential, uW / clock, uW
after CTS: 7.75 / 303 / 231
after global routing: 8.99 / 303 / 242
final: 7.25 / 303 / 223
-- per-layer routing --
layer,part of all wire [%],track usage (%),vias up
li1,-,-,540
met1,49,23.7,539
met2,47,23.3,12
met3,2.9,3.15,4
met4,1.1,2.13,0
met5,0,0,-
-- stage by stage --
stage,instance area (um2),cells
detailed placement,1710,197
floorplan,1650,150
finish,1800,204
CTS,1800,204
global placement,1710,197
global route,1800,204
-- cell usage in the layout, fill, tap and decap left out, types with 3 or more instances in the layout --
cell	n
and2_1	4
and3_1	3
and4_1	4
clkbuf_8	6
dfrtp_1	33
inv_1	4
nand2_1	9
nand3_1	12
nand4_1	12
nor2_1	14
nor4_1	5
nor4_4	4
xnor2_1	23
xor2_1	6
-- sequential cells by signal, summed over array words and instances, names as in the netlist --
signal and count:
clk_50khz 1, cnt32 32
-- critical path, cell delays in order, from the launching register on --
cell and delay (ns):
dfrtp_1 0.43, ha_1 0.29, nand4_2 0.17, nor4_4 0.62
nand4_1 0.19, xnor2_1 0.18
-- worst max path at each step --
stage,to
final,cnt32[30]$_DFF_PP0_
after global routing,cnt32[28]$_DFF_PP0_
after CTS,cnt32[30]$_DFF_PP0_
-- final cells by class --
cell class | count | area [um2]
fill | 339 | 2000
inverter | 4 | 15.0
tap | 48 | 60.1
timing repair buffer | 3 | 27.5
multi-input combinational | 109 | 786
sequential | 33 | 826
clock buffer | 7 | 86.3
Power figures rest on the tool's default switching activity, not on a simulated workload.
