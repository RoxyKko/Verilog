==> flow/design.v <==
module test3 (
    clk,
    reset,
    clk1hz,
    clk10hz,
    switch,
    out
);
input clk;
input reset;
input switch;
output reg clk1hz;
output reg clk10hz;
output reg out;
reg [25:0] cnt26;
always @(posedge clk or posedge reset)
begin
    if(reset)
    begin
        cnt26 <= 26'd0;
    end
    else if(cnt26 == 26'd49_999_999)
    begin
        cnt26 <= 26'd0;
    end
    else
    begin
        cnt26 <= cnt26 + 1;
    end
end
always @(posedge clk or posedge reset)
begin
    if(reset)
    begin
        clk1hz <= 1'd0;
    end
    else if(cnt26 < 26'd25_000_000)
    begin
        clk1hz <= 1'd1;
    end
    else 
    begin
        clk1hz <= 1'd0;
    end
end
reg [22:0] cnt23;
always @(posedge clk or posedge reset)
begin
    if(reset)
    begin
        cnt23 <= 23'd0;
    end
    else if(cnt23 == 23'd4_999_999)
    begin
        cnt23 <= 23'd0;
    end
    else
    begin
        cnt23 <= cnt23 + 1;
    end
end
always @(posedge clk or posedge reset)
begin
    if(reset)
    begin
        clk10hz <= 1'd0;
    end
    else if(cnt23 < 23'd2_500_000)
    begin
        clk10hz <= 1'd1;
    end
    else 
    begin
        clk10hz <= 1'd0;
    end
end
assign out = switch ? clk10hz : clk1hz;
endmodule
==> flow/run.sh <==
#!/bin/bash
# OpenROAD 26Q1-2900-gdf79404cd8, Yosys 0.63+post, stock flow scripts
make -C /OpenROAD-flow-scripts/flow DESIGN_CONFIG=/design/flow/config.mk WORK_HOME=/design/flow/orfs finish
==> flow/config.mk <==
export PLATFORM = sky130hd
export DESIGN_NAME = test3
export DESIGN_NICKNAME = test3
export VERILOG_FILES = /design/flow/design.v
export SDC_FILE = /design/flow/constraint.sdc
export NUM_CORES = 4
export LEC_CHECK = 1
export CORE_UTILIZATION = 40
==> flow/constraint.sdc <==
current_design test3

set clk_period 3.9
set clk_io_pct 0.2

create_clock -name clk0 -period $clk_period [get_ports {clk}]

set non_clock_inputs [all_inputs -no_clocks]
set_input_delay [expr $clk_period * $clk_io_pct] -clock clk0 $non_clock_inputs
set_output_delay [expr $clk_period * $clk_io_pct] -clock clk0 [all_outputs]
==> deck_impl_summary.md <==
Key Metrics from the Run

Floorplan
  – Die area: 6676 µm²
  – # rows: 28
  – FP Util: 42.17%
  – Die H: 81.71 µm
  – IO Count: 6
  – Core area: 6026 µm²
  – DIE WIDTH: 81.71 µm

Worst setup path
  – Crit start category: input pin
  – CP arrival: 1950 ps
  – CP startpoint: switch
  – Worst R2R Path Depth: 6
  – Worst-path fanout max: 1
  – Worst Setup EP: out
  – CP required: 3120 ps
  – CP Capture Type: output pin
  – Crit path kind: input pin to output pin
  – R2R Setup Slk: 1630 ps
  – Reg2reg start: cnt23[0]
  – RR Endpoint: cnt23[6]

Drt
  – Vias per cell: 5.379
  – Post-route ant nets: 0
  – DR vias: 1802
  – WL final: 4427 µm
  – Wire length per cell: 13.21 µm
  – Detailed Routing Iterations Pass 1: 4
  – DRC: 0
  – Initial drt markers: 87
  – Antenna cells: 0

CTS
  – Hold_buf cts: 0
  – CTS HTree Levels: 2
  – Clock sink count: 51
  – Late-Pin Clk Latency: 310 ps
  – Max Root-Sink Buffers: 2
  – Post-CTS setup buffer count: 0
  – Post-CTS resize count: 0
  – Reg clk slew, reported paths: 90 ps
  – CTS buffer count: 5
  – Clock root buffer: clkbuf_8
  – CTS tree: done

Synthesis
  – Synth Warn #: 2
  – Yosys cell count: 253
  – Yosys cell types: 38
  – Seq cells post-synth: 51
  – Area reported by Yosys stat: 2541 µm²
  – Netlist Area Pre-Place: 2541 µm²
  – Syn Area/Cell: 10.04 µm²
  – Synth Instances: 253
  – Register area share after synthesis: 50.22%

Worst hold path
  – Hold Path Stages: 1
  – Class of the worst hold path: register to register

Pwr
  – Power density over cell area: 329.6 nW/µm²
  – Peak supply drop: 207.9 µV
  – Leak: 1.244 nW

STA
  – Slew HR: 44.38%
  – Slew Limit Fails: 0
  – Fin. Hold Viols: 0
  – RSZ-0062 raised after global routing: no
  – Post-route minimum period: 2735 ps
  – Worst Max-Slew Pin Slew: 826.7 ps
  – Clock skew: 9.770 ps
  – Setup_tns: 0 ps
  – Fmax: 365.7 MHz
  – Final setup violation count: 0
  – Fin crit share: 70.12%
  – Worst hold margin: 505.1 ps

Cells and area
  – # fillers: 554
  – Layout cells sized above 1: 6.154%
  – Area grow syn2layout: 8.813%
  – Design Area, Final: 2765 µm²

Place
  – IO buf count: 5
  – Gp weighted congestion: 0.8475
  – DPL Wire Length: 3090 µm
  – Post-DP Area: 2653 µm²

GRT
  – Global router's overall resource usage: 15.31%
  – Number of global-route vias before repair: 1614
  – Remaining global-route overflow: 0
  – Largest net degree at the start of global routing: 32
  – Initial antenna violation count: 0
  – First-pass GRT wire length: 7741 µm

Run
  – Max-cap violations: 0
  – Tool warnings: 26

Status
  – Status: finished, final reports clean
-- report_power, final --
part | switching [W] | internal (W)
Sequential | 0 | 0.000528
Clock | 0.000179 | 0.000191
Combinational | 0.0000100 | 0.00000262
Total | 0.000189 | 0.000722
-- cell usage in the layout (no fill, tap or decap), drive strengths merged, types with 3 or more instances in the layout --
master	netlist	routed
and3	5	5
and4	3	3
clkbuf	3	5
clkdlybuf4s50	0	5
dfrtp	51	51
ha	3	3
nand2	18	18
nand3	24	24
nand4	18	18
nor2	43	43
nor3	6	6
nor4	7	7
xnor2	19	19
xor2	23	23
-- cells in the mapped netlist --
cell type  number  area share [%]
nor3_1          5            0.98
nand3b_1        1            0.30
nor3_4          1            0.64
a31oi_1         2            0.49
buf_4           1            0.30
nor4_4          1            0.84
nor4bb_1        1            0.39
buf_6           1            0.44
or4_1           2            0.59
buf_2           2            0.39
nand4_1        18             4.4
and4_1          3             1.0
a21oi_1         1            0.20
o211a_1         1            0.39
nor4_1          5             1.2
mux2_2          2            0.89
a21o_1          1            0.30
nand3_1        24             4.7
o21a_1          1            0.30
and3_1          5             1.2
o22a_1          1            0.34
xor2_1         23             7.9
ha_1            3             1.5
o21ai_0         2            0.39
clkbuf_1        3            0.44
dfrtp_1        51              50
nor2_1         43             6.4
inv_1           2            0.30
nor4_2          1            0.49
nor2b_1         2            0.49
a211o_1         1            0.34
nand4b_1        2            0.69
nor4b_1         1            0.34
a41oi_1         1            0.34
nand2_1        18             2.7
xnor2_1        19             6.5
o31ai_1         1            0.30
or2_2           1            0.25
-- per-stage QoR --
stage | total power [W] | util [%] | instances | setup slack [ps]
after floorplan | 0.0005467 | - | 253 | 1890
after global placement | 0.0005525 | 44.02 | 327 | 1167
after detailed placement | 0.0005525 | 44.02 | 327 | 1162
after CTS | 0.0009259 | 45.89 | 335 | 1159
after global routing | 0.0009484 | 45.89 | 335 | 1113
final | 0.0009113 | 45.89 | 335 | 1165
-- flip-flops by register name, summed over array words and instances, names as in the netlist --
register,count
clk1hz,1
cnt26,26
clk10hz,1
cnt23,23
-- logic make-up (layout without fill, tap and decap cells) --
kind of cell               count (synthesis)  in the layout  synth area share, %
muxes                                      2              2               0.8862
adders and majority gates                  3              3                1.477
and+or+nand+nor                          134            134                27.67
xor gates and xnor gates                  42             42                14.48
DFF                                       51             51                50.22
AOI/OAI and AO/OA                         12             12                3.398
buffers and inverters                      9             16                1.871
-- cell type report --
class / count / area [µm²] / area share (%)
clock buffers: 5 / 68.82 / 2.489
clock inverters: 3 / 43.79 / 1.584
inverters: 2 / 7.507 / 0.2715
multi-input cells: 193 / 1217 / 44.03
flip-flops and latches: 51 / 1276 / 46.15
well taps: 75 / 93.84 / 3.394
repair buffers: 6 / 57.56 / 2.081
-- routing by layer --
| layer | routed length (µm) | part of all wire, % | global-route usage (%) | up-vias |
|---|---|---|---|---|
| li1 | - | - | - | 899 |
| met1 | 2298 | 52 | 26.45 | 865 |
| met2 | 1902 | 43 | 21.33 | 33 |
| met3 | 158 | 3.6 | 2.593 | 5 |
| met4 | 68 | 1.5 | 1.754 | 0 |
| met5 | 0 | 0 | 0 | - |
-- critical path: stages --
cell and delay (ps):
clkdlybuf4s50_1 460, mux2_2 320, clkdlybuf4s50_1 390
-- worst min path at each step --
stage     slack [ps]  endpoint       from
6_report         510  cnt23[4]   cnt23[4]
4_1_cts          500   clk10hz  cnt23[22]
5_1_grt          530   clk10hz  cnt23[22]
Power and IR drop assume default switching activity.
