### /design/flow/config.mk
export PLATFORM = sky130hd
export DESIGN_NAME = div_ctr
export DESIGN_NICKNAME = div_ctr
export VERILOG_FILES = /design/flow/design.v
export SDC_FILE = /design/flow/constraint.sdc
export NUM_CORES = 4
export LEC_CHECK = 1
export CORE_AREA = 10 10 81 81
export DIE_AREA = 0 0 91 91
### /design/flow/constraint.sdc
current_design div_ctr

set clk_period 2.1
set clk_io_pct 0.2

create_clock -name clk0 -period $clk_period [get_ports {clk_50m}]

set non_clock_inputs [all_inputs -no_clocks]
set_input_delay [expr $clk_period * $clk_io_pct] -clock clk0 $non_clock_inputs
set_output_delay [expr $clk_period * $clk_io_pct] -clock clk0 [all_outputs]
### /design/flow/design.v
module div_ctr(reset, clk_50m, d, fout);
    input reset, clk_50m;
    input [7:0] d;
    output fout;
    reg clk_50khz;
    reg [9:0] cnt;
    always @ (negedge reset, posedge clk_50m)
        begin
            if (!reset)
                cnt <= 0;
            else
                begin
                    if (cnt == 1000 - 1)
                        cnt <= 0;
                    else
                        cnt <= cnt + 1;
                end
        end
    always @ (negedge reset, posedge clk_50m)
        begin
            if (!reset)
                clk_50khz <= 0;
            else if (cnt < 1000 / 2)
                clk_50khz <= 1;
            else
                clk_50khz <= 0;
        end
    reg fout;
    reg cout;
    reg [7:0] cnt8;
    always @ (posedge clk_50khz)
        begin
            if (cnt8 == 8'b11111111)
                cnt8 <= d;
            else
                cnt8 <= cnt8 + 1;
        end
    always @ (posedge clk_50khz)
        begin
            if (cnt8 == 8'b11111110)
                cout <= 1;
            else
                cout <= 0;
        end
    always @ (posedge cout)
        fout <= ~fout;
endmodule
### /design/flow/run.sh
#!/bin/bash
# OpenROAD 26Q1-2900-gdf79404cd8, Yosys 0.63+post, stock flow scripts
make -C /OpenROAD-flow-scripts/flow DESIGN_CONFIG=/design/flow/config.mk WORK_HOME=/design/flow/orfs finish
==> flow_metrics.py <==
# Flow results
metrics = {
    "floorplanning": {
        "ioPinCount": 11,
        "dieHeight_microns": 91,
        "row_count": 25,
        "dieArea_sq_mm": 0.00828,
        "dieWidth_microns": 91,
        "fp_util_pct": 20.6,
        "core_area_sq_mm": 0.00482,
    },
    "power": {
        "total_leakage_power_nw": 0.480,
        "p_per_area_mw_per_mm2": 363,
        "finalPower_mw": 0.438,
        "peakVddDrop_uv": 393,
    },
    "clock_tree": {
        "path_clk_slew_ns": 0.05,
        "post-cts-setup-buffers": 0,
        "cts_resized": 0,
        "cts_buffer_depth": 2,
        "root_buffer": "clkbuf_8",
        "htree_levels": 1,
        "tritoncts": "done",
        "cts_made_buffers": 3,
        "cts-hold-fix-buffers": 0,
        "worstSkewPairLatency_ns": 0.23,
    },
    "yosys": {
        "ys_seq_share_pct": 47.9,
        "ys_ff": 21,
        "syn-instance-count": 101,
        "ys_cells": 101,
        "ys_warn_count": 1,
        "ys_chip_area_sq_um": 993,
        "yosys.area.top_type": "dfrtp_1",
        "syn_area_sq_um": 993,
        "synth.distinct_cells": 33,
        "area_leaders": "dfrtp_1 (28%), dfxtp_1 (20%), nor2_1 (5.3%)",
        "syn_avg_cell_area_sq_um": 9.84,
        "yosysTopAreaCellShare_pct": 27.7,
    },
    "setup_path": {
        "r2r_cells": 5,
        "crit_path_end_kind": "register",
        "reg2reg_from": "cnt[0]",
        "regToRegSetupSlack_ns": 0.77,
        "cp-startpoint": "cnt[0]",
        "criticalPathCategory": "register to register",
        "cp.required_ns": 2.22,
        "arrival_ns": 1.45,
        "reg2reg_to": "cnt[3]",
        "startpoint_type": "register",
        "crit_fanout": 6,
    },
    "timing": {
        "holdWs_ns": 0.483,
        "fin_tns_setup_ns": 0,
        "hold_violations": 0,
        "rsz0062_at_grt": "no",
        "slew_viol_final": 0,
        "layout_setup_ws_ns": 0.771,
        "timing.fmax_mhz": 752,
        "finalCritPeriodShare_pct": 63.3,
        "tightest_slew_ns": 0.479,
        "setup_viol": 0,
        "untimed_endpoints": 11,
        "finalCriticalPeriod_ns": 1.33,
        "relSlewSlack_pct": 68.0,
        "unclocked_regs": 10,
        "fin_skew_ns": 0.00115,
    },
    "placement": {
        "place_ws_ns": 0.780,
        "port_buffers": 10,
        "placedCellCount": 176,
        "place.gp.congestion": 0.807,
        "dp_hpwl_microns": 1270,
    },
    "grt": {
        "grt_overflow": 0,
        "grt_usage_pct": 4.18,
        "grt_pass1_wl_microns": 3060,
        "grt_max_degree": 12,
        "antenna_found_initial": 0,
        "grt_pass1_vias": 692,
    },
    "route": {
        "drc_errors": 0,
        "dr.pass1.iters": 4,
        "num_antenna_cells": 0,
        "post_drt_wl_per_cell_microns": 9.54,
        "ant_nets": 0,
        "drt_wl_total_microns": 1720,
        "drt_iter0_markers": 15,
        "via_per_inst": 3.97,
        "via_count": 715,
    },
    "worst_hold_path": {
        "hold_path_end": "clk_50khz",
        "hold_start": "cnt[9]",
        "hp-class": "register to register",
        "min_path_cells": 1,
    },
    "outcome": {
        "status": "completed",
    },
    "run": {
        "cap_violations": 0,
        "openroad.warnings": 26,
    },
    "cells_and_area": {
        "final_cells": 180,
        "layout-drive-gt1-share_pct": 12.4,
        "areaGrowthSynthToFinish_pct": 21.4,
    },
}
worst max-delay path, cell delays in order (launching register included):
cell      delay [ns]
dfrtp_1         0.38
ha_1            0.24
and4bb_1        0.25
nand2_2         0.09
nor2_4          0.17
nor2_1          0.07
sequential cells by signal, summed over array words and instances, names as in the netlist:
| name | cells |
|---|---|
| cnt | 10 |
| fout | 1 |
| clk_50khz | 1 |
| cout | 1 |
| cnt8 | 8 |
cells in the final DEF, fill, tap and decap left out, types with 3 or more instances in the layout:
| cell | n |
|---|---|
| clkdlybuf4s50_1 | 10 |
| nand2_1 | 8 |
| a31oi_1 | 4 |
| clkbuf_8 | 3 |
| a21oi_1 | 9 |
| nor2_1 | 14 |
| ha_1 | 3 |
| dfxtp_1 | 10 |
| nand3_1 | 6 |
| nor2_2 | 3 |
| dfrtp_1 | 11 |
| inv_1 | 3 |
| xnor2_1 | 6 |
metal layers:
layer | vias up | part of all wire, % | GRT usage, %
li1 | 374 | - | -
met1 | 317 | 52 | 6.04
met2 | 18 | 43 | 6.38
met3 | 6 | 4.2 | 1.08
met4 | 0 | 0.99 | 0.392
met5 | - | 0 | 0
synthesized netlist by cell type:
| cell type | count |
|---|---|
| a21boi_0 | 1 |
| a21oi_1 | 9 |
| a22o_1 | 1 |
| a31oi_1 | 4 |
| a41oi_1 | 1 |
| and3_2 | 1 |
| and4_1 | 2 |
| and4bb_1 | 1 |
| buf_2 | 1 |
| buf_6 | 1 |
| dfrtp_1 | 11 |
| dfxtp_1 | 10 |
| ha_1 | 3 |
| inv_1 | 3 |
| mux2i_1 | 1 |
| nand2_1 | 8 |
| nand2_2 | 1 |
| nand2_4 | 1 |
| nand3_1 | 6 |
| nand3_4 | 1 |
| nand3b_1 | 1 |
| nand4_1 | 1 |
| nand4_2 | 1 |
| nor2_1 | 14 |
| nor2_2 | 3 |
| nor2_4 | 1 |
| nor2b_1 | 1 |
| nor3_2 | 1 |
| nor4_1 | 1 |
| o21ai_0 | 1 |
| o21ai_2 | 1 |
| xnor2_1 | 6 |
| xor2_1 | 2 |
worst max path at each step:
stage         endpoint
CTS             cnt[5]
global route    cnt[3]
finish          cnt[3]
power breakdown:
group | total [mW] | internal (mW) | leakage, nW | switching, mW
logic | 0.0211 | 0.0148 | 0.234 | 0.00626
registers | 0.213 | 0.213 | 0.223 | 0
clock network | 0.204 | 0.133 | 0.0228 | 0.0719
cells by family (layout without fill, tap and decap cells):
| kind of cell | count (synthesis) | after routing | synth area share, % |
|---|---|---|---|
| AND-OR/OR-AND | 18 | 18 | 11.0 |
| XOR/XNOR | 8 | 8 | 7.05 |
| adder cells (fa/ha/maj) | 3 | 3 | 3.78 |
| buffers and inverters | 5 | 17 | 2.77 |
| flip-flops | 21 | 21 | 47.9 |
| multiplexers | 1 | 1 | 1.01 |
| AND/OR/NAND/NOR | 45 | 45 | 26.6 |
final cells by class:
cell class,count,area [sq um]
Fill cell,528,3610
Multi-Input combinational cell,75,490
Timing Repair Buffer,10,100
Sequential cell,21,475
Clock buffer,4,45.0
Inverter,3,11.3
Tap cell,67,83.8
per-stage QoR:
stage / utilization, % / cell area, sq um
after floorplan: - / 993
after global placement: 24.1 / 1160
after detailed placement: 24.1 / 1160
after CTS: 25.0 / 1210
after global routing: 25.0 / 1210
final: 25.0 / 1210
Power figures rest on the tool's default switching activity, not on a simulated workload.
